==> config.mk <==
export PLATFORM = sky130hd
export DESIGN_NAME = Reg_File
export DESIGN_NICKNAME = Reg_File
export VERILOG_FILES = /design/flow/design.v
export SDC_FILE = /design/flow/constraint.sdc
export NUM_CORES = 4
export LEC_CHECK = 1
export CORE_UTILIZATION = 50
==> constraint.sdc <==
current_design Reg_File

set clk_period 25.8
set clk_io_pct 0.2

create_clock -name clk0 -period $clk_period [get_ports {i_clk}]

set non_clock_inputs [all_inputs -no_clocks]
set_input_delay [expr $clk_period * $clk_io_pct] -clock clk0 $non_clock_inputs
set_output_delay [expr $clk_period * $clk_io_pct] -clock clk0 [all_outputs]
==> design.v <==
module Reg_File(
    input i_clk,
    input i_clk_enable,
    input i_rst,
    input i_reg_write,
    input i_csr_reg_write,
    input [4:0] i_rd_addr_1,
    input [4:0] i_rd_addr_2,
    input [4:0] i_wr_addr,
    input [31:0] i_wr_data,
    output [31:0] o_rd_data_1,
    output [31:0] o_rd_data_2,
    output [31:0] o_x0_debug,
    output [31:0] o_x1_debug,
    output [31:0] o_x2_debug,
    output [31:0] o_x3_debug,
    output [31:0] o_x4_debug,
    output [31:0] o_x5_debug,
    output [31:0] o_x6_debug,
    output [31:0] o_x7_debug,
    output [31:0] o_x8_debug,
    output [31:0] o_x9_debug
);
    reg [31:0] r_registers [31:0];
    assign o_x0_debug = r_registers[0];
    assign o_x1_debug = r_registers[1];
    assign o_x2_debug = r_registers[2];
    assign o_x3_debug = r_registers[3];
    assign o_x4_debug = r_registers[4];
    assign o_x5_debug = r_registers[5];
    assign o_x6_debug = r_registers[6];
    assign o_x7_debug = r_registers[7];
    assign o_x8_debug = r_registers[8];
    assign o_x9_debug = r_registers[9];
    assign o_rd_data_1 = r_registers[i_rd_addr_1];
    assign o_rd_data_2 = r_registers[i_rd_addr_2];
    integer i;
    always@(posedge i_clk)
    begin
        if(i_rst)
        begin
            for(i=0;i<32;i=i+1)
            begin
                r_registers[i]<=32'b0;
            end
        end
        else if(i_clk_enable)
        begin
            if(i_reg_write || i_csr_reg_write)
            begin
                if(i_wr_addr!=0) 
                r_registers[i_wr_addr] <= i_wr_data;
            end
        end
    end
endmodule
==> run.sh <==
#!/bin/bash
# OpenROAD 26Q1-2900-gdf79404cd8, Yosys 0.63+post, stock flow scripts
make -C /OpenROAD-flow-scripts/flow DESIGN_CONFIG=/design/flow/config.mk WORK_HOME=/design/flow/orfs finish
==> impl_metrics.env <==
# yosys + openroad results
export IMPL_ys_warn_count=1
export IMPL_edf_count=1024
export IMPL_hold_slack_ps=5110
export IMPL_synthesis_area_um2=56100
export IMPL_crit_family="buffers and inverters"
export IMPL_common_cells="1024 x edfxtp_1, 1024 x mux2i_1, 962 x and2_1"
export IMPL_crit_fanout=47
export IMPL_synth_top_cell_area_share=0.548
export IMPL_root_buffer="clkbuf_16"
export IMPL_max_cap_viol_count=0
export IMPL_layout_drive_gt1_share=0.0927
export IMPL_route_antenna_remaining_nets=0
export IMPL_first_global_vias=40400
export IMPL_antenna_found_initial=15
export IMPL_rows=122
export IMPL_clockBufferDepth=3
export IMPL_drcViolationCount=0
export IMPL_status="completed"
export IMPL_syn2layout_area_growth_pct=17.1
export IMPL_vdd_drop_max_uv=60.1
export IMPL_fin_setup_tns_ps=0
export IMPL_power_density_nw_per_um2=63.4
export IMPL_top_cells_by_area="edfxtp_1 55%, mux2i_1 18%, and2_1 11%"
export IMPL_drt_wl_total_um=221000
export IMPL_yosys_most_used_dff="edfxtp_1"
export IMPL_first_pass_iters=5
export IMPL_cp_start_kind="input pin"
export IMPL_p_leak_nw=25.6
export IMPL_viasPerCell=6.17
export IMPL_path_cells="buf_8 -> buf_4 -> buf_4 -> buf_4 -> buf_4 -> buf_4 -> mux2i_1 -> a22o_1 -> nor3_1 -> a31oi_1 -> nand3_1 -> clkdlybuf4s50_1"
export IMPL_crit_slowest_cell="buf_4"
export IMPL_grt_usage=0.424
export IMPL_synth_cells=4614
export IMPL_postLayoutCoreUtil=0.593
export IMPL_htreeDepth=3
export IMPL_dieHeight_um=337
export IMPL_core_util_floorplan=0.506
export IMPL_path_common_cell="buf_4"
export IMPL_drv_slew=0
export IMPL_crit_required_ps=20640
export IMPL_grt_overflow=0
export IMPL_fin_crit_ps=15380
export IMPL_slew_headroom=0.359
export IMPL_arrival_ps=10220
export IMPL_post_drt_wl_per_cell_um=34.0
export IMPL_tool_warnings=26
export IMPL_ys_flops=1024
export IMPL_reg_top3="r_registers (1024)"
export IMPL_io_buffer_count=435
export IMPL_yosys_stat_cells=4614
export IMPL_grt_first_pass_wirelength_um=307000
export IMPL_postSynthSeqShare=0.548
export IMPL_cts_buffers=115
export IMPL_hpwl_um=137000
export IMPL_cts_tree="built"
export IMPL_nFillCells=8757
export IMPL_chipArea_um2=114000
export IMPL_criticalPathCategory="in -> out"
export IMPL_tightest_slew_ps=959
export IMPL_grt_max_degree=91
export IMPL_vias=40200
export IMPL_yosys_area_top_type="edfxtp_1"
export IMPL_pin_count=436
export IMPL_syn_avg_cell_area_um2=12.2
export IMPL_largest_reg_flops=1024
export IMPL_rsz0062_at_grt="false"
export IMPL_yosys_cell_types_count=35
export IMPL_cts_repair_resized=0
export IMPL_coreArea_um2=111000
export IMPL_cts_setup_buffers=0
export IMPL_max_freq_mhz=65.0
export IMPL_endpoint_kind="primary output"
export IMPL_slowest_delay_ps=680
export IMPL_hold_path_class="in -> reg"
export IMPL_drt_iter0_drc=2686
export IMPL_routabilityCongestion=0.927
export IMPL_cts_hold_buf=0
export IMPL_path_clk_slew_ps=60
export IMPL_finalClockPeriodUsage=0.596
export IMPL_hold_viol_final=0
export IMPL_path_buffers=7
export IMPL_setup_viol=0
export IMPL_async_reset_ff_frac=0
export IMPL_cts_sinks=1024
export IMPL_die_w_um=337
export IMPL_yosys_area_um2=56100
export IMPL_top_register="r_registers"
-- report_power, final --
group	internal, mW	switching (mW)	total, mW
sequential	1.92	0.0654	1.99
combinational	0.220	0.328	0.549
clock	0.944	0.686	1.63
-- through the flow --
step                power [mW]  instances  area [um^2]  setup slack, ps
floorplan                 2.27       4645        56300            14310
global placement          2.56       6292        62000            10480
detailed placement        2.56       6292        62000            10470
CTS                       4.17       6506        65700            10460
global route              4.28       6509        65800            10320
finish                    4.17       6514        65800            10420
-- kinds of logic after synthesis --
logic type	Yosys count	synth area share
and+or+nand+nor	1500	0.157
DFF	1024	0.548
AOI/OAI and AO/OA	608	0.0729
buffers and inverters	457	0.0402
other	1	0.0000668
muxes	1024	0.183
-- final cells by class --
class,count,area (um^2),share of cell area
timing repair buffer,613,5750,0.0874
antenna,8,20.0,0.000304
sequential,1024,30700,0.468
inverter,3,11.3,0.000171
clock inverter,78,658,0.0100
clock buffer,136,3040,0.0462
multi-input combinational,3164,23700,0.360
tap,1488,1860,0.0283
-- layer usage --
layer  routed length [um]  part of all wire  up-vias  track usage
met5                  646            0.0029        -       0.0357
met4                11100             0.050       26        0.163
met3                37100              0.17      496        0.287
met2                94000              0.42     2701        0.565
met1                78500              0.35    19500        0.563
li1                     -                 -    17500            -
-- layout by cell type, fill, tap and decap left out, types with 2 or more instances in the layout --
cell and instances:
a22oi_1 192, buf_8 2, clkbuf_16 119, clkinv_1 27
nand3b_1 3, a22o_1 128, nand2b_2 4, clkdlybuf4s50_1 432
mux2i_1 1024, clkinvlp_4 9, a31oi_1 64, nand2_1 195
and2_1 960, and2_2 32, conb_1 32, or3_2 3
clkinv_2 30, and2_4 2, buf_12 4, or3b_1 2
clkbuf_1 17, nor3_1 64, nor2_4 25, buf_4 174
edfxtp_1 1024, nor2_2 3, a21oi_1 192, nand3_1 193
o21ai_4 31, diode_2 8, nor2b_4 4, or2_2 2
inv_1 2, bufinv_16 11, nor2_8 5
-- worst paths after layout --
kind	startpoint	endpoint	slack, ps	depth (start not counted)
setup / recovery	i_rd_addr_1[1]	o_rd_data_1[0]	10420	12
hold / removal	i_rst	r_registers[0][2]$_SDFFCE_PN0P_	5110	1
Power figures rest on the tool's default switching activity, not on a simulated workload.
