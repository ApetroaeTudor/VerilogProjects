==> /design/flow/config.mk <==
export PLATFORM = sky130hd
export DESIGN_NAME = Mem_Instruction
export DESIGN_NICKNAME = Mem_Instruction
export VERILOG_FILES = /design/flow/design.v
export SDC_FILE = /design/flow/constraint.sdc
export NUM_CORES = 4
export LEC_CHECK = 1
export CORE_AREA = 10 10 98 98
export DIE_AREA = 0 0 108 108
==> /design/flow/constraint.sdc <==
current_design Mem_Instruction

set clk_period 8.5
set clk_io_pct 0.2

create_clock -name clk0 -period $clk_period [get_ports {i_rst}]

set non_clock_inputs [all_inputs -no_clocks]
set_input_delay [expr $clk_period * $clk_io_pct] -clock clk0 $non_clock_inputs
set_output_delay [expr $clk_period * $clk_io_pct] -clock clk0 [all_outputs]
==> /design/flow/design.v <==
module Mem_Instruction(
    input i_rst,
    input [31:0] i_pc,
    output [31:0] o_instr
);
    reg [7:0] r_mem_instr [256:0];
    assign {o_instr[31:24],o_instr[23:16],o_instr[15:8],o_instr[7:0]} = 
           {r_mem_instr[i_pc+3],r_mem_instr[i_pc+2],r_mem_instr[i_pc+1],r_mem_instr[i_pc]};
    always@(posedge i_rst)
    begin
            r_mem_instr[32'h67] <= 8'h00; r_mem_instr[32'h66] <= 8'h40; r_mem_instr[32'h65] <= 8'h23; r_mem_instr[32'h64] <= 8'h03; 
            r_mem_instr[32'h6B] <= 8'h00; r_mem_instr[32'h6A] <= 8'h60; r_mem_instr[32'h69] <= 8'h24; r_mem_instr[32'h68] <= 8'h23;
            r_mem_instr[32'h6F] <= 8'h09; r_mem_instr[32'h6E] <= 8'h00; r_mem_instr[32'h6D] <= 8'h03; r_mem_instr[32'h6C] <= 8'h93; 
            r_mem_instr[32'h73] <= 8'h00; r_mem_instr[32'h72] <= 8'h03; r_mem_instr[32'h71] <= 8'h80; r_mem_instr[32'h70] <= 8'he7;
            r_mem_instr[32'h77] <= 8'hfe; r_mem_instr[32'h76] <= 8'h10; r_mem_instr[32'h75] <= 8'h88; r_mem_instr[32'h74] <= 8'he3;
            r_mem_instr[32'h93] <= 8'h00; r_mem_instr[32'h92] <= 8'h12; r_mem_instr[32'h91] <= 8'h82; r_mem_instr[32'h90] <= 8'h93;
            r_mem_instr[32'h97] <= 8'h02; r_mem_instr[32'h96] <= 8'h50; r_mem_instr[32'h95] <= 8'h29; r_mem_instr[32'h94] <= 8'h23;
            r_mem_instr[32'h9b] <= 8'h00; r_mem_instr[32'h9a] <= 8'h00; r_mem_instr[32'h99] <= 8'h80; r_mem_instr[32'h98] <= 8'he7;
    end
endmodule
==> /design/flow/run.sh <==
#!/bin/bash
# OpenROAD 26Q1-2900-gdf79404cd8, Yosys 0.63+post, stock flow scripts
make -C /OpenROAD-flow-scripts/flow DESIGN_CONFIG=/design/flow/config.mk WORK_HOME=/design/flow/orfs finish
==> results.ini <==
[status]
outcome=completed

[timing]
finalWorstSetupSlack_ns=1.235
final.setup.tns_ns=0
fin_crit_ns=7.265
period_used_pct=85.47
setup-violations-final=0
tightest_slew_ns=0.9041
slew_viol_final=0
timing.fmax_mhz=137.6
rsz0062_at_grt=false
hold_viol=0
max_slew_margin_pct=39.53

[routing]
vias=3354
drt.antenna.violating_nets=0
first_pass_iters=5
wl_per_cell_um=18.20
route.detailed.drc=0
antenna_cells=0
first_iter_violations=279
wirelength_mm=9.793
viasPerCell=6.234

[critical_path]
cp_max_fo=21
critPathKind=in -> out
crit_required_ns=6.80
worstSetupStartpointType=input pin
end_kind=output port
crit_arrival_ns=5.57

[synthesis]
synthCells=427
yosysCellCount=427
yosys_warnings=1802
yosys_area_mm2=0.002660
avgSynthCellArea_um2=6.230
synthDistinctLibCells=85
synth_top_cell_by_area=nand2_1
synthTopCellsByArea=nand2_1 (6.8%), nor2_1 (6.3%), buf_2 (4.0%)
syn_area_mm2=0.002660
synth_top_area_share_pct=6.773
yosysSeqAreaShare_pct=0

[finish]
drive_above_1_share_pct=8.486
fin_cells=538
area_delta_synth_final_pct=13.59
regArea_um2=0
final_cell_mix=nand2_1 (48), nor2_1 (45), clkdlybuf4s50_1 (39), o21ai_0 (21), a21oi_1 (20)
fillers=803
final_util_pct=39.51
ff_count=0
mostFrequentLayoutCell=nand2_1
clkbuf_count=0

[place]
dp_hpwl_mm=7.487
placed_cells_incl_taps=538
dp_slack_ns=1.296
port_buffers=41
gp_congestion=0.9678

[power]
power_leakage_nw=1.002
ir_drop_mv=0.02104
powerDensity_mw_per_mm2=38.62

[die]
fp_util_pct=34.78
chipArea_mm2=0.01166
fp-row-count=32
io_pins=65
die.size.x_um=108
dieHeight_um=108
core_mm2=0.007647

[flow_run]
log.warning_count=52
drv_cap=0

[grt]
grt_pass1_vias=3055
grt_pass1_wl_mm=16.20
grt_antenna_before_repair=0
grt_max_degree=53
overflow=0
grtUsageTotal_pct=16.45

[cts]
postCtsSetupBuffers=0
postCtsHoldBufs=0
ctsResizeCount=0

[min_path]
hp-class=in -> out

-- report_power, final --
group,internal (mW),switching (mW)
Sequential,0,0
Combinational,0.0407,0.0760
Clock,0,0
Total,0.0407,0.0760
-- critical path, stage by stage --
cell,delay [ns]
clkdlybuf4s50_1,0.51
buf_4,0.28
inv_2,0.15
ha_1,0.32
a21o_1,0.36
xnor2_1,0.18
o32a_1,0.41
nor3b_2,0.57
a21oi_1,0.15
o211ai_1,0.28
or4_1,0.17
clkdlybuf4s50_1,0.46
-- cells in the mapped netlist, drive strengths merged, types with 5 or more instances --
cell type / n
nand2: 48
nor2: 46
buf: 29
o21ai: 29
a21oi: 22
nor3: 19
nand3: 17
nand2b: 16
or3: 13
xnor2: 12
nand4: 11
clkbuf: 10
nor4: 9
o211ai: 8
and2: 7
and3: 7
nor2b: 7
a211oi: 6
a31oi: 6
inv: 6
or4: 6
a21o: 5
or2: 5
xor2: 5
-- path summary, 6_finish.rpt --
path	start	end	slack (ns)	cells after the start
worst min-delay path	i_pc[2]	o_instr[26]	4.41	4
worst max-delay path	i_pc[1]	o_instr[25]	1.23	12
-- kinds of logic (layout without fill, tap and decap cells) --
group,Yosys count,count (layout),share of synthesized area [%]
compound gates,133,133,37.25
xor+xnor,17,17,6.162
fa+ha+maj,2,2,0.9406
buf+inv,45,54,9.078
mux,4,4,1.552
simple gates,226,226,45.01
-- stage by stage --
step	power, mW	hold slack, ns	cell area [um2]
5_1_grt	0.1272	4.471	3022
4_1_cts	0.1151	4.414	3022
2_1_floorplan	0.08385	3.659	2660
3_5_place_dp	0.1147	4.416	3022
6_report	0.1167	4.406	3022
3_3_place_gp	0.1146	4.412	3022
-- metal layers --
layer	vias to the layer above	share of wire, %	GRT usage (%)
li1	1651	-	-
met1	1543	43	22.83
met2	145	47	26.98
met3	15	7.8	2.048
met4	0	1.8	2.767
met5	-	0	0
-- cell type report --
class / count / area [um2] / area share, %
Timing Repair Buffer: 48 / 452.9 / 14.99
Tap cell: 102 / 127.6 / 4.224
Inverter: 6 / 22.52 / 0.7453
Multi-Input combinational cell: 382 / 2419 / 80.04
No activity file was given, so power comes from the tool's default toggle rates.
