**./design.v**
```verilog
module M_CSR_Reg_File(  
    input i_clk,
    input i_rst,
    input i_clk_en,
    input [6:0] i_opcode_d,
    input [11:0] i_csr_write_addr,
    input [11:0] i_csr_read_addr,
    input i_csr_write_enable,
    input [3:0] i_exception_code_f_d_ff,
    input [31:0] i_exception_pc_f_d_ff,
    input [3:0] i_exception_code_e_m_ff,
    input [31:0] i_exception_pc_e_m_ff,
    input [31:0] i_exception_addr_e_m_ff,
    input i_mret_e,
    input [31:0] i_csr_data,
    output [31:0] o_csr_data,
    output [31:0] o_mepc,
    output [31:0] o_mcause,
    output [31:0] o_mtval,
    output [31:0] o_mstatus_lower,
    output [31:0] o_mie,
    output [31:0] o_mtvec,
    output [31:0] o_mstatus_upper,
    output [31:0] o_mscratch
);
    wire [11:0] w_actual_read_addr;  
    assign w_actual_read_addr = i_csr_read_addr-12'h300;
    wire [11:0] w_actual_write_addr;
    assign w_actual_write_addr = i_csr_write_addr-12'h300;
    reg [31:0] r_csr_regs [69:0];
    integer i;
    assign o_csr_data = 
    (i_opcode_d ==7'b111_0011)?r_csr_regs[w_actual_read_addr]:
    32'b0;
    assign o_mstatus_lower = r_csr_regs[12'h300-12'h300];
    assign o_mie = r_csr_regs[12'h304-12'h300];
    assign o_mtvec = r_csr_regs[12'h305-12'h300];
    assign o_mstatus_upper = r_csr_regs[12'h310-12'h300];
    assign o_mscratch = r_csr_regs[12'h340-12'h300];
    assign o_mepc = r_csr_regs[12'h341-12'h300];
    assign o_mcause = r_csr_regs[12'h342-12'h300];
    assign o_mtval = r_csr_regs[12'h343-12'h300];
    always@(posedge i_clk)
    begin
        if(i_rst)
        begin
            for(i=0 ; i<70; i = i+1)
            begin
                if     (i==  12'h304   -12'h300) r_csr_regs[i] <=32'b0000_0000_0000_0000_0000_0000_1000_0010;  
                else if(i==12'h305   -12'h300) r_csr_regs[i] <=32'b0;  
                else if(i==12'h340-12'h300) r_csr_regs[i] <=32'h001b_ffff &32'hffff_fffc;
                else r_csr_regs[i] = 32'b0;
            end
        end
        else if(i_clk_en)
        begin
            if(i_csr_write_enable)
            begin
                r_csr_regs[w_actual_write_addr]<=i_csr_data;
            end
            else if(i_exception_code_f_d_ff!=4'b1111)
            begin
                r_csr_regs[(12'h341-12'h300)] <= i_exception_pc_f_d_ff;
                r_csr_regs[12'h304-12'h300] <=0;
                r_csr_regs[12'h342-12'h300][31] <=0;
                r_csr_regs[12'h342-12'h300][30:0]<=i_exception_code_f_d_ff;
                r_csr_regs[12'h343-12'h300]<=i_exception_pc_f_d_ff;
            end
            else if(i_exception_code_e_m_ff!=4'b1111)
            begin
                r_csr_regs[12'h341-12'h300] <= i_exception_pc_e_m_ff;
                r_csr_regs[12'h304-12'h300] <=0;
                r_csr_regs[12'h342-12'h300][31] <=0;
                r_csr_regs[12'h342-12'h300][30:0]<=i_exception_code_e_m_ff;
                r_csr_regs[12'h343-12'h300]<=i_exception_addr_e_m_ff;
            end
            else if(i_mret_e!=0)
            begin
                r_csr_regs[12'h304-12'h300] <=32'b0000_0000_0000_0000_0000_0000_1000_0010;
            end
        end
    end
endmodule
```
**./run.sh**
```bash
#!/bin/bash
# OpenROAD 26Q1-2900-gdf79404cd8, Yosys 0.63+post, stock flow scripts
make -C /OpenROAD-flow-scripts/flow DESIGN_CONFIG=/design/flow/config.mk WORK_HOME=/design/flow/orfs finish
```
**./config.mk**
```make
export PLATFORM = sky130hd
export DESIGN_NAME = M_CSR_Reg_File
export DESIGN_NICKNAME = M_CSR_Reg_File
export VERILOG_FILES = /design/flow/design.v
export SDC_FILE = /design/flow/constraint.sdc
export NUM_CORES = 4
export LEC_CHECK = 1
export CORE_UTILIZATION = 30
```
**./constraint.sdc**
```tcl
current_design M_CSR_Reg_File

set clk_period 21.4
set clk_io_pct 0.2

create_clock -name clk0 -period $clk_period [get_ports {i_clk}]

set non_clock_inputs [all_inputs -no_clocks]
set_input_delay [expr $clk_period * $clk_io_pct] -clock clk0 $non_clock_inputs
set_output_delay [expr $clk_period * $clk_io_pct] -clock clk0 [all_outputs]
```
==> qor.yml <==
top_register: "r_csr_regs"
yosys_most_used_dff: "edfxtp_1"
synthDistinctLibCells: 52
synth-edff-count: 4096
fin_setup_tns_ps: 0
area_growth_syn_to_layout_pct: 16.59
drtIter0Drc: 6866
fp_util: 0.3016
globalRouteOverflowTotal: 0
slew_violations: 0
fin_cells: 18605
yosys_area_um2: 169400
ys_sh_adder: 0
dp_cells: 17815
maxSlewHeadroom: 0.2124
end_kind: "primary output"
final_common_cell: "edfxtp_1"
timing.critical_path.slowest_cell_delay_ps: 700
wl_per_cell_um: 30.27
drc: 0
die.size.y_um: 753.3
grt_max_degree: 82
dieWidth_um: 753.3
vias: 95891
critPathBufInv: 10
async_flop_share: 0
holdBufCountCts: 0
period_used_share: 0.7320
warnings: 36
crit_top_cell: "buf_4"
clk_pin_slew_ps: 60
die_area_um2: 567500
critPathKind: "input port to primary output"
yosys_warnings: 1
rsz0062_at_grt: "no"
ys_sh_xor: 0
antenna_found_initial: 32
yosys.stat.seqShare: 0.7263
ys_sh_simple: 0.06228
fin_crit_ps: 15660
hp-class: "input port to flop"
cts_resized: 0
lay_top_cells: "edfxtp_1, nor2_1, mux4_2"
track_usage: 0.2090
crit_slowest_cell: "o21ai_0"
worst_pin_slew_ps: 1169
synthAoiAreaFrac: 0.04122
critPathLaunchType: "input port"
required_ps: 17120
finalHoldViolCount: 0
dp_slack_ps: 5820
fp.coreArea_um2: 561500
largest_reg_flops: 4096
crit_family: "buffers and inverters"
grt_pass1_vias: 99301
reg_top3: "r_csr_regs x4096"
cp.arrival_ps: 11380
ys.flops: 4096
io_pins: 460
setup_slack_ps: 5735
status: "finished, final reports clean"
grt_pass1_wl_um: 778100
clock_path_buffers: 4
h-tree-depth: 5
place_congestion: 0.9376
cts_tree: "built"
drv_cap: 0
dr.pass1.iters: 6
dp_hpwl_um: 355800
final_antenna_net_count: 0
avgSynthCellArea_um2: 16.54
setup_viol: 0
synth_area_um2: 169400
drive_gt1_frac: 0.1893
crit_chain: "buf_8, buf_4, buf_4, buf_4, buf_4, buf_12, buf_4, mux4_2, mux2i_1, a21oi_1, o21ai_0, buf_4, o21ai_1, buf_4, clkdlybuf4s50_1"
cts_setup_buffers: 0
fmax_mhz: 63.84
io_buffer_count: 449
cp_max_fo: 76
synthMuxAreaShare: 0.1454
cts_buffers: 422
post_drt_via_cell_ratio: 5.154
p_leak_nw: 64.54
ir_drop_mv: 0.08669
yosys_cells: 10238
power.density_nw_per_um2: 88.92
cts_sinks: 4096
syn_inst: 10238
top_logic_kind: "multiplexers"
rows: 275
routed_wl_um: 563200
cts-root-buf: "clkbuf_16"
per-layer routing:
layer	vias to the layer above	GRT usage	part of all wire
met2	5935	0.3036	0.45
met5	-	0.04108	0.0052
met3	995	0.1794	0.19
met1	48076	0.2147	0.30
met4	60	0.07885	0.050
li1	40825	-	-
through the flow:
stage                     power [mW]  utilization  hold slack, ps  area (µm²)
after CTS                      17.63       0.3515            3879      197400
after floorplan                9.973            -            4489      169400
after global placement         10.64       0.3282            4969      184300
after detailed placement       10.65       0.3282            4969      184300
after global routing           17.99       0.3516            3927      197400
final                          17.56       0.3516            3931      197400
synthesized netlist by cell type, drive strengths merged (2+ instances only):
master | instances | share of area
a211oi | 21 | 0.00093
a21oi | 172 | 0.0051
a221o | 11 | 0.00065
a221oi | 66 | 0.0034
a22o | 11 | 0.00057
a22oi | 117 | 0.0052
a31oi | 19 | 0.00070
a41o | 11 | 0.00065
and2 | 15 | 0.00055
and3 | 3 | 0.00011
buf | 255 | 0.0098
clkbuf | 639 | 0.014
edfxtp | 4096 | 0.73
inv | 37 | 0.00082
mux2 | 57 | 0.0038
mux2i | 722 | 0.043
mux4 | 744 | 0.099
nand2 | 189 | 0.0042
nand2b | 76 | 0.0028
nand3 | 26 | 0.00077
nand3b | 2 | 0.000089
nand4 | 15 | 0.00055
nand4b | 3 | 0.00016
nor2 | 2290 | 0.051
nor2b | 8 | 0.00030
nor3 | 41 | 0.0012
nor3b | 3 | 0.00013
nor4 | 6 | 0.00026
o2111ai | 2 | 0.00010
o211ai | 26 | 0.0012
o21ai | 166 | 0.0049
o221ai | 256 | 0.013
o22ai | 116 | 0.0043
o31ai | 3 | 0.00013
or2 | 3 | 0.00011
or3 | 5 | 0.00018
worst paths after layout:
check | from | end | slack, ps | cells after the start
worst max-delay path | i_csr_read_addr[1] | o_csr_data[1] | 5740 | 15
worst min-delay path | i_exception_addr_e_m_ff[0] | r_csr_regs[67][0]$_DFFE_PP_ | 3930 | 3
power breakdown:
group          internal, mW  switching (mW)  total, mW  leakage (nW)
clock                  3.96            3.11       7.07          6.35
sequential             9.07          0.0861       9.16          37.5
combinational         0.447           0.886       1.33          20.7
area by class of cell:
type / instances / area (µm²)
inverters: 37 / 158.9
clock buffers: 535 / 11220
diodes: 28 / 70.07
multi-input cells: 5211 / 43090
clock inverters: 227 / 1843
fillers: 51751 / 364100
flip-flops and latches: 4096 / 123000
well taps: 7479 / 9358
repair buffers: 992 / 8715
worst min-delay path, cell delays in order:
cell	delay [ps]
clkdlybuf4s50_1	450
a22oi_1	60
o21ai_0	60
cell families after synthesis:
family                 count (synthesis)
buffers and inverters                931
AND-OR/OR-AND                       1001
AND/OR/NAND/NOR                     2687
multiplexers                        1523
flip-flops                          4096
Power and IR drop assume default switching activity.
